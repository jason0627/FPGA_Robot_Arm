==> flow/design.v <==
`timescale 1ns / 1ps
module position(
	input clk,
	input rst,
	input [7:0] action,
	output [7:0] location_1,
	output [7:0] location_2,
	output [7:0] location_3,
	output [7:0] location_4,	
	output [7:0] ledOut
    );
assign ledOut[7:0] = led_indicate[7:0];
reg [7:0] led_indicate;
reg [26:0] ctr_d, ctr_q;    
reg [7:0] servo_pos_1_d, servo_pos_1_q;
reg [7:0] servo_pos_2_d, servo_pos_2_q;
reg [7:0] servo_pos_3_d, servo_pos_3_q;
reg [7:0] servo_pos_4_d, servo_pos_4_q;
assign location_1 = servo_pos_1_q;
assign location_2 = servo_pos_2_q;
assign location_3 = servo_pos_3_q;
assign location_4 = servo_pos_4_q;
localparam  MOTOR1_FWD = 8'b0011_0001,
 		    MOTOR1_REV = 8'b0011_0010,
		    MOTOR2_FWD = 8'b0011_0011,
 		    MOTOR2_REV = 8'b0011_0100,		    
		    MOTOR3_FWD = 8'b0011_0101,
 		    MOTOR3_REV = 8'b0011_0110,
		    MOTOR4_FWD = 8'b0011_0111,
 		    MOTOR4_REV = 8'b0011_1000,		    
		    MOTOR_IDLE = 8'b0011_0000;		  
always @(posedge ctr_q[18]) begin
	case(action)
		MOTOR_IDLE : begin
		led_indicate = MOTOR_IDLE;
		servo_pos_1_d = servo_pos_1_q;
		servo_pos_2_d = servo_pos_2_q;
		servo_pos_3_d = servo_pos_3_q;
		servo_pos_4_d = servo_pos_4_q;		
		end
		MOTOR1_FWD : begin
		led_indicate = MOTOR1_FWD;
		if (servo_pos_1_q == 8'd255) servo_pos_1_d = 8'd255;
		else servo_pos_1_d = servo_pos_1_q + 1;
		end
		MOTOR1_REV : begin
		led_indicate = MOTOR1_REV;
		if (servo_pos_1_q == 8'd1) servo_pos_1_d = 8'd1;
		else servo_pos_1_d = servo_pos_1_q - 1;
		end
		MOTOR2_FWD : begin              
		led_indicate = MOTOR2_FWD;
		if (servo_pos_2_q == 8'd200) servo_pos_2_d = 8'd200;
		else servo_pos_2_d = servo_pos_2_q + 1;
		end
		MOTOR2_REV : begin              
		led_indicate = MOTOR2_REV;
		if (servo_pos_2_q == 8'd35) servo_pos_2_d = 8'd35;
		else servo_pos_2_d = servo_pos_2_q - 1;
		end		
		MOTOR3_FWD : begin              
		led_indicate = MOTOR1_FWD;
		if (servo_pos_3_q == 8'd180) servo_pos_3_d = 8'd180;
		else servo_pos_3_d = servo_pos_3_q + 1;
		end
		MOTOR3_REV : begin              
		led_indicate = MOTOR1_REV;
		if (servo_pos_3_q == 8'd70) servo_pos_3_d = 8'd70;
		else servo_pos_3_d = servo_pos_3_q - 1;
		end
		MOTOR4_FWD : begin            
		led_indicate = MOTOR2_FWD;
		if (servo_pos_4_q == 8'd190) servo_pos_4_d = 8'd190;
		else servo_pos_4_d = servo_pos_4_q + 1;
		end
		MOTOR4_REV : begin            
		led_indicate = MOTOR2_REV;
		if (servo_pos_4_q == 8'd120) servo_pos_4_d = 8'd120;
		else servo_pos_4_d = servo_pos_4_q - 1;
		end
		default : begin
		led_indicate = MOTOR_IDLE;	
		servo_pos_1_d = 8'd128;
		servo_pos_2_d = 8'd128;
		servo_pos_3_d = 8'd128;
		servo_pos_4_d = 8'd128;		
		end
	endcase
end
always @(ctr_q) begin
	ctr_d = ctr_q + 1;
end
always @(posedge clk) begin
	if (rst) ctr_q <= 27'b0;
	else ctr_q <= ctr_d;
     servo_pos_1_q <= servo_pos_1_d;
     servo_pos_2_q <= servo_pos_2_d;
     servo_pos_3_q <= servo_pos_3_d;	
     servo_pos_4_q <= servo_pos_4_d;		
end
endmodule
`timescale 1ns / 1ps
module servo (
    input clk,
    input rst,
    input [7:0] position,
    output pwm_out
  );
  reg pwm_d, pwm_q;
  reg [19:0] ctr_d, ctr_q;
  assign pwm_out = pwm_q;
  always @(*) begin
    ctr_d = ctr_q + 1'b1;
    if (position + 9'd165 > ctr_q[19:8])
      pwm_d = 1'b1;
    else
      pwm_d = 1'b0;
  end
  always @(posedge clk) begin
    if (rst) begin
      ctr_q <= 1'b0;
    end else begin
      ctr_q <= ctr_d;
    end
    pwm_q <= pwm_d;
  end
endmodule
module mojo_top(
    input clk,              	 
    input rst_n,			 
    input cclk,			 
    output[7:0]led,			 
    input button,
    input uart_rx,
    output uart_tx,
    output pwmSignal_1,
    output pwmSignal_2,    
    output pwmSignal_3,
    output pwmSignal_4    
    );
wire [7:0] uart_data;
wire rst = ~rst_n;  
reg [7:0] motor;
reg new_data;
wire [7:0] value_1, value_2, value_3, value_4;
position my_position (
	.clk(clk),
	.rst(rst),
	.action(motor),         
	.location_1(value_1),   
	.location_2(value_2),
	.location_3(value_3),
	.location_4(value_4),	
	.ledOut(led)            
);
servo my_servo_1 (
    .clk(clk),
    .rst(rst),
    .position(value_1),      
    .pwm_out(pwmSignal_1)    
);
servo my_servo_2 (
    .clk(clk),
    .rst(rst),
    .position(value_2),       
    .pwm_out(pwmSignal_2)  
);
servo my_servo_3 (
    .clk(clk),
    .rst(rst),
    .position(value_3),      
    .pwm_out(pwmSignal_3)  
);
servo my_servo_4 (
    .clk(clk),
    .rst(rst),
    .position(value_4),      
    .pwm_out(pwmSignal_4)  
);
serial_rx my_serial_rx (
	.clk(clk),
	.rst(rst),
	.rx(uart_rx),
	.data(uart_data),
	.new_data(uart_new)
);
always @(*) begin
	if(uart_new) motor = uart_data;
end
serial_tx my_serial_tx (
	.clk(clk),
	.rst(rst),
	.tx(uart_tx),
	.data(8'b0010_1110),     
	.send(~button)          
);
endmodule
`timescale 1ns / 1ps
module serial_rx #(
    parameter CLK_PER_BIT = 5208
  )(
    input clk,
    input rst,
    input rx,
    output [7:0] data,
    output new_data
  );
  parameter CTR_SIZE = $clog2(CLK_PER_BIT);
  localparam STATE_SIZE = 2;
  localparam IDLE 		= 2'd0,
			 WAIT_HALF  = 2'd1,
			 WAIT_FULL  = 2'd2,
			 WAIT_HIGH  = 2'd3;
  reg [CTR_SIZE-1:0] ctr_d, ctr_q;
  reg [2:0] bit_ctr_d, bit_ctr_q;
  reg [7:0] data_d, data_q;
  reg new_data_d, new_data_q;
  reg [STATE_SIZE-1:0] state_d, state_q = IDLE;
  reg rx_d, rx_q;
  assign new_data = new_data_q;
  assign data = data_q;
  always @(*) begin
    rx_d = rx;
    state_d = state_q;
    ctr_d = ctr_q;
    bit_ctr_d = bit_ctr_q;
    data_d = data_q;
    new_data_d = 1'b0;
    case (state_q)
      IDLE: begin
        bit_ctr_d = 3'b0;
        ctr_d = 1'b0;
        if (rx_q == 1'b0) begin
          state_d = WAIT_HALF;
        end
      end
      WAIT_HALF: begin
        ctr_d = ctr_q + 1'b1;
        if (ctr_q == (CLK_PER_BIT >> 1)) begin
          ctr_d = 1'b0;
          state_d = WAIT_FULL;
        end
      end
      WAIT_FULL: begin
        ctr_d = ctr_q + 1'b1;
        if (ctr_q == CLK_PER_BIT - 1) begin
          data_d = {rx_q, data_q[7:1]};
          bit_ctr_d = bit_ctr_q + 1'b1;
          ctr_d = 1'b0;
          if (bit_ctr_q == 3'd7) begin
            state_d = WAIT_HIGH;
            new_data_d = 1'b1;
          end
        end
      end
      WAIT_HIGH: begin
        if (rx_q == 1'b1) begin
          state_d = IDLE;
        end
      end
      default: begin
        state_d = IDLE;
      end
    endcase
  end
  always @(posedge clk) begin
    if (rst) begin
      ctr_q <= 1'b0;
      bit_ctr_q <= 3'b0;
      new_data_q <= 1'b0;
      state_q <= IDLE;
    end else begin
      ctr_q <= ctr_d;
      bit_ctr_q <= bit_ctr_d;
      new_data_q <= new_data_d;
      state_q <= state_d;
    end
    rx_q <= rx_d;
    data_q <= data_d;
  end
endmodule
`timescale 1ns / 1ps
module serial_tx #(
        parameter CLK_PER_BIT = 5208 
    )(
        input clk,
        input rst,
        output tx,
        input [7:0] data,
        input send
    );
    parameter CTR_SIZE = $clog2(CLK_PER_BIT);
    localparam STATE_SIZE = 2;
    localparam IDLE 	  = 2'd0,
			   START_BIT  = 2'd1,
			   DATA 	  = 2'd2,
			   STOP_BIT   = 2'd3;
    reg [CTR_SIZE-1:0] ctr_d, ctr_q;
    reg [2:0] bit_ctr_d, bit_ctr_q;
    reg [7:0] data_d, data_q;
    reg [STATE_SIZE-1:0] state_d, state_q = IDLE;
    reg tx_d, tx_q;
    assign tx = tx_q;
    always @(*) begin
        ctr_d = ctr_q;
        bit_ctr_d = bit_ctr_q;
        data_d = data_q;
        state_d = state_q;
        case (state_q)
            IDLE: begin
                    tx_d = 1'b1;
                    bit_ctr_d = 3'b0;
                    ctr_d = 1'b0;
                    if (send) begin
                        data_d = data;
                        state_d = START_BIT;
                    end
            end
            START_BIT: begin
                ctr_d = ctr_q + 1'b1;
                tx_d = 1'b0;
                if (ctr_q == CLK_PER_BIT - 1) begin
                    ctr_d = 1'b0;
                    state_d = DATA;
                end
            end
            DATA: begin
                tx_d = data_q[bit_ctr_q];
                ctr_d = ctr_q + 1'b1;
                if (ctr_q == CLK_PER_BIT - 1) begin
                    ctr_d = 1'b0;
                    bit_ctr_d = bit_ctr_q + 1'b1;
                    if (bit_ctr_q == 7) begin
                        state_d = STOP_BIT;
                    end
                end
            end
            STOP_BIT: begin
                tx_d = 1'b1;
                ctr_d = ctr_q + 1'b1;
                if (ctr_q == CLK_PER_BIT - 1) begin
                    state_d = IDLE;
                end
            end
            default: begin
                state_d = IDLE;
            end
        endcase
    end
    always @(posedge clk) begin
        if (rst) begin
            state_q <= IDLE;
            tx_q <= 1'b1;
        end else begin
            state_q <= state_d;
            tx_q <= tx_d;
        end
        data_q <= data_d;
        bit_ctr_q <= bit_ctr_d;
        ctr_q <= ctr_d;
    end
endmodule
==> flow/run.sh <==
#!/bin/bash
# OpenROAD 26Q1-2900-gdf79404cd8, Yosys 0.63+post, stock flow scripts
make -C /OpenROAD-flow-scripts/flow DESIGN_CONFIG=/design/flow/config.mk WORK_HOME=/design/flow/orfs finish
==> flow/config.mk <==
export PLATFORM = sky130hd
export DESIGN_NAME = mojo_top
export DESIGN_NICKNAME = mojo_top
export VERILOG_FILES = /design/flow/design.v
export SDC_FILE = /design/flow/constraint.sdc
export NUM_CORES = 4
export LEC_CHECK = 1
export CORE_UTILIZATION = 40
==> flow/constraint.sdc <==
current_design mojo_top

set clk_period 3.5
set clk_io_pct 0.2

create_clock -name clk0 -period $clk_period [get_ports {clk}]

set non_clock_inputs [all_inputs -no_clocks]
set_input_delay [expr $clk_period * $clk_io_pct] -clock clk0 $non_clock_inputs
set_output_delay [expr $clk_period * $clk_io_pct] -clock clk0 [all_outputs]
==> impl_metrics.yaml <==
# implementation run metrics
status:
  status: "finished clean"
yosys:
  ys_cells: 1301
  top_cell: "dfxtp_1"
  yosys.area_share.adder: 0.0749
  ys_seq_elements: 225
  ys_sh_mux: 0.00792
  top_cells_by_area: "dfxtp_1, edfxtp_1, ha_1"
  ys_sh_simple: 0.244
  ys_sh_aoi: 0.112
  synthTopLogicFamily: "simple AND/OR/NAND/NOR gates"
  async_reset_ff_frac: 0
  synth_cell_types: 74
  synth.avg_cell_area_sq_um: 8.86
  synth.largest_area_cell: "dfxtp_1"
  top_area_frac: 0.302
  synth-main-ff-cell: "dfxtp_1"
  synth_chip_area_sq_um: 11500
  synth-edff-count: 43
  synth_cells: 1301
  ys_sh_xor: 0.0919
  syn-cell-area_sq_um: 11500
  yosys_warnings: 6
  common_cells: "dfxtp_1, nor2_1, nand2_1"
finish:
  regArea_sq_um: 4890
  fillCellCount: 2712
  post_route_cells_drive_above_1_share: 0.0424
  instances_no_fill: 1675
  comb_area_sq_um: 6150
  syn_to_final_growth_pct: 8.52
place:
  placedCellCount: 1643
  io_buffers: 11
  dp_hpwl_um: 15000
  place_congestion: 0.886
floorplanning:
  die_w_um: 172
  core_area_sq_um: 28100
  die_h_um: 172
  die_area_sq_um: 29500
  row_count: 61
  initCoreUtil: 0.410
  io_pins: 18
critical_path:
  crit_arrival_ns: 2.72
  start_kind: "flop"
  crit_chain: "ha_1 -> inv_1 -> a21oi_1 -> nor2_1 -> xnor2_1 -> ha_1 -> and4_1 -> nand3_1 -> o211ai_1 -> a31oi_1"
  critPathCaptureType: "flop"
  cp_max_fo: 12
  critPathKind: "flop to flop"
  worst_path_most_repeated_cell: "ha_1"
  slowest_stage: "dfxtp_1"
  max_stage_delay_ns: 0.60
  required_ns: 3.86
timing:
  untimed_endpoints: 110
  finalClockPeriodUsage: 0.673
  tns_ns: 0
  fin_skew_ns: 0.0106
  unclocked_pins: 43
  finalSetupViolCount: 0
  rsz0062_at_grt: "no"
  fmax_mhz: 424
  slew_viol_final: 0
  relSlewSlack: 0.448
  worst_pin_slew_ns: 0.827
  fin_crit_ns: 2.36
  finalHoldViolCount: 0
flow_run:
  cap_violations: 0
  warnings: 42
route:
  vias: 8725
  ant_nets: 0
  drtIter0Drc: 660
  drtPass1Iterations: 5
  wl_per_cell_um: 13.1
  diodes: 0
  wl_um: 21900
  viasPerCell: 5.21
  drc: 0
grt:
  gr-total-overflow: 0
  grt_pass1_wl_um: 37700
  antenna_found_initial: 0
  grt_max_degree: 43
  grt_usage: 0.159
  grt_pass1_vias: 8002
clock_network:
  cts_hold_buf: 0
  cts_buffers: 17
  cts_resized: 0
  htreeDepth: 4
  cts_setup_buffers: 0
  cts_root_buf: "clkbuf_16"
  cts_max_path_buffers: 2
  clkSlewWorstSetupHoldPaths_ns: 0.08
  cts_tree: "built"
  clock_latency_ns: 0.44
power:
  p_leak_nw: 4.38
  ir_drop_mv: 0.365
  total_power_w: 0.00455
  power-per-cell-area_nw_per_um2: 364
worst_hold_path:
  hold_class: "flop to flop"
layer usage:
layer | global-route usage | share of wire | up-vias
met5 | 0 | 0 | -
met4 | 0.0158 | 0.011 | 0
met3 | 0.0213 | 0.034 | 14
met2 | 0.243 | 0.43 | 139
met1 | 0.254 | 0.53 | 4028
li1 | - | - | 4544
area by class of cell:
class	instances	area share
inverter	67	0.0201
sequential	225	0.391
clock buffer	17	0.0340
clock inverter	15	0.0126
timing repair buffer	16	0.0128
multi-input combinational	957	0.491
tap	378	0.0378
flip-flops by register name, summed over array words and instances, names as in the netlist, 13 cells and up:
name,flops
my_position.ctr_q,19
my_serial_rx.ctr_q,13
my_servo_1.ctr_q,20
my_servo_4.ctr_q,20
my_servo_2.ctr_q,20
my_serial_tx.ctr_q,13
my_servo_3.ctr_q,20
metrics by stage:
stage	hold slack, ns	setup WS [ns]	utilization	area (sq um)
2_1_floorplan	0.411	1.49	-	11500
3_3_place_gp	0.424	1.19	0.425	11900
3_5_place_dp	0.431	1.18	0.425	11900
4_1_cts	0.443	1.15	0.445	12500
5_1_grt	0.468	0.975	0.445	12500
6_report	0.440	1.14	0.445	12500
report_power, final:
part / switching [W] / internal [W] / leakage [nW]
Sequential: 0.0000566 / 0.00216 / 1.94
Combinational: 0.000258 / 0.000174 / 2.15
Clock: 0.000940 / 0.000957 / 0.288
logic make-up (layout without fill, tap and decap cells):
kind of cell    count (synthesis)  in the layout
compound gates                204            204
xor+xnor                      121            121
fa+ha+maj                      69             69
buf+inv                       122            115
flops                         217            217
latches                         8              8
mux                             9              9
other cells                     2              5
simple gates                  549            549
critical path: cells and delay by family, from the launching register on:
kind / cells / cell delay, ns
compound gates: 3 / 0.40
xor+xnor: 1 / 0.15
fa+ha+maj: 2 / 0.64
buf+inv: 1 / 0.12
flops: 1 / 0.60
simple gates: 3 / 0.38
cells in the final DEF (no fill, tap or decap), types with 11 or more instances in the layout:
cell type and n:
nor2b_1 15, clkdlybuf4s50_1 11, a21oi_1 57, nand4_1 39, and3_1 26, edfxtp_1 43, xnor2_1 78, clkbuf_16 17
or3_1 22, nor3_1 43, nor2_1 161, xor2_1 43, and2_1 22, and4_1 13, nand2_1 91, nand3_1 61
o211ai_1 14, o21ai_0 62, nor4_1 12, dfxtp_1 174, inv_1 65, ha_1 69
worst paths after layout:
path / depth (start not counted) / slack, ns / startpoint / end
setup / recovery: 10 / 1.14 / my_position.servo_pos_1_q[0]$_DFF_P_ / my_servo_1.pwm_q$_DFF_P_
hold / removal: 1 / 0.44 / my_serial_tx.ctr_q[0]$_DFF_P_ / my_serial_tx.ctr_q[0]$_DFF_P_
setup reg to reg: 10 / 1.14 / my_position.servo_pos_1_q[0]$_DFF_P_ / my_servo_1.pwm_q$_DFF_P_
hold reg to reg: 1 / 0.44 / my_serial_tx.ctr_q[0]$_DFF_P_ / my_serial_tx.ctr_q[0]$_DFF_P_
Power figures rest on the tool's default switching activity, not on a simulated workload.
